`config.mk`:
```
export PLATFORM = sky130hd
export DESIGN_NAME = winner
export DESIGN_NICKNAME = winner
export VERILOG_FILES = /design/flow/design.v
export SDC_FILE = /design/flow/constraint.sdc
export NUM_CORES = 4
export LEC_CHECK = 1
export CORE_AREA = 10 10 70 70
export DIE_AREA = 0 0 80 80
```
`constraint.sdc`:
```
current_design winner

set clk_period 2.7
set clk_io_pct 0.2

create_clock -name clk0 -period $clk_period

set non_clock_inputs [all_inputs -no_clocks]
set_input_delay [expr $clk_period * $clk_io_pct] -clock clk0 $non_clock_inputs
set_output_delay [expr $clk_period * $clk_io_pct] -clock clk0 [all_outputs]
```
`design.v`:
```
module winner (out0, out1, out2, out3, out4, out5, out6, out7, out8, leds);
	input logic [1:0]  out0, out1, out2, out3, out4, out5, out6, out7, out8;
	output logic [6:0] leds;
	always_comb begin
	if (out0 != 0 && out1 !=0 && out2 != 0)  
		begin
		 if (out0 == out1 && out1 == out2 && out0 == out2)
			if (out1 == 1)
				leds = 7'b1000000;  
			else 
				leds = 7'b1111001;  
		else
			leds = '1;
		end
	else if (out3 != 0 && out4 !=0 && out5 != 0)
		begin
		if (out3 == out4 && out4 == out5 && out3 == out5)  
			if (out4 == 1)
				leds = 7'b1000000;  
			else 
				leds = 7'b1111001;  
		else
			leds = '1;
		end
	else if (out6 != 0 && out7 !=0 && out8 != 0)	 
		begin
		if (out6 == out7 && out7 == out8 && out6 == out8)
			if (out7 == 1)
				leds = 7'b1000000;  
			else 
				leds = 7'b1111001;  
		else
			leds = '1;
	end
	else if (out0 != 0 && out3 !=0 && out6 != 0)  
		begin
		if (out0 == out3 && out3 == out6 && out0 == out6)
			if (out3 == 1)
				leds = 7'b1000000;  
			else 
				leds = 7'b1111001;  
		else
			leds = '1;
		end
	else if (out1 != 0 && out4 !=0 && out7 != 0)	 
		begin
		if (out1 == out4 && out4 == out7 && out1 == out7)
			if (out4 == 1)
				leds = 7'b1000000;  
			else 
				leds = 7'b1111001;  
		else
			leds = '1;
	end
	else if (out2 != 0 && out5 !=0 && out8 != 0)  
		begin
		if (out2 == out5 && out5 == out8 && out2 == out5)
			if (out5 == 1)
				leds = 7'b1000000;  
			else 
				leds = 7'b1111001;  
		else
			leds = '1;
		end
	else if (out0 != 0 && out4 !=0 && out8 != 0)  
		begin
		if (out0 == out4 && out4 == out8 && out0 == out8)
			if (out4== 1)
				leds = 7'b1000000;  
			else 
				leds = 7'b1111001;  
		else
			leds = '1;
		end
	else if (out2 != 0 && out4 !=0 && out6 != 0)  
		begin
		if (out2== out4 && out4 == out6 && out2 == out6)
			if (out4 == 1)
				leds = 7'b1000000;  
			else 
				leds = 7'b1111001;  
		else
			leds = '1;
		end
	else if (out0 != 0 && out1 !=0 && out2 != 0 && out3 != 0 && out4 !=0 && out5 != 0 && out6 != 0 && out7 !=0 && out8 != 0)
			leds = 7'b0111111;
	else
		leds = '1;
	end
endmodule
```
`run.sh`:
```
#!/bin/bash
# OpenROAD 26Q1-2900-gdf79404cd8, Yosys 0.63+post, stock flow scripts
make -C /OpenROAD-flow-scripts/flow DESIGN_CONFIG=/design/flow/config.mk WORK_HOME=/design/flow/orfs finish
```
==> run_results.csv <==
group,metric,value,unit
global_route,grt_max_degree,11,
detailed_routing,vias,972,
timing,post-route-min-period,2640,ps
timing,report.final.slew_viol_count,0,
placed_design,place_hpwl,2230,um
floorplan,die_area,6400,um^2
cells_and_area,syn_to_final_growth,90.2,%
floorplan,initial_core_util,19.1,%
cells_and_area,fin_util,36.4,%
flow_run,warning_count,32,
timing,timing.final.crit_share,97.7,%
detailed_routing,wl_per_cell,14.6,um
detailed_routing,route.detailed.drc,0,
critical_path,crit_path_end_kind,"primary output",
cells_and_area,flops,0,
detailed_routing,viasPerCell,4.91,
detailed_routing,drtAntennaViolNets,0,
detailed_routing,drt-initial-drc-count,83,
yosys,syn_area,653,um^2
timing,rsz0062_at_grt,"false",
yosys,post-synth-top-area-cell,"buf_4",
power,pwr-share-seq,0,%
timing,holdWs,1810,ps
yosys,top_cell_area_share,9.20,%
timing,fmax,379,MHz
cells_and_area,fillers,351,
critical_path,start_kind,"input pin",
cells_and_area,final_cell_mix,"buf_4, dlygate4sd2_1, nor2_1, nand3_1, nand2_1",
critical_path,cp.buffers_inverters,3,
floorplan,fp.dieH,80,um
power,p_int,0.000110,W
critical_path,setup.worst_path.class,"input pin to primary output",
placed_design,globalplace.congestion,1.00,
cells_and_area,combGateArea,687,um^2
cells_and_area,drive_gt1_share,53.3,%
worst_hold_path,holdCritPathClass,"input pin to primary output",
flow_run,cap_violations,0,
power,switchingPower,0.0000969,W
power,p_leak,0.515,nW
timing,setup_viol,0,
yosys,ys_types,38,
yosys,area_leaders,"buf_4, o22ai_1, nand3_1",
cells_and_area,seq_area,0,um^2
global_route,grt_first_pass_wirelength,4550,um
critical_path,cp_slowest_cell,"or4_4",
cells_and_area,nClkBuffers,0,
yosys,ys_cells,102,
timing,final.setup.tns,0,ps
placed_design,io_buffer_count,24,
floorplan,die_w,80,um
critical_path,crit_fanout,4,
floorplan,pin_count,25,
power,p_comb_share,100.0,%
global_route,gr-total-overflow,0,
critical_path,crit_arrival,2100,ps
run_status,status,"complete, no violations",
cells_and_area,layout_top_cell,"buf_4",
power,pwr-share-clk,0,%
floorplan,core_area,3420,um^2
power,peakVddDrop,0.0000728,V
detailed_routing,wl,2880,um
yosys,avgSynthCellArea,6.40,um^2
global_route,grt_use_total,8.47,%
yosys,yosysWarnings,1,
critical_path,path_cells,"buf_2 > nand2b_4 > or4_4 > nor3b_4 > buf_4 > o21ai_2 > o211ai_2 > dlygate4sd2_1",
global_route,grt_pass1_vias,939,
power,total_power,0.000207,W
timing,hold_viol,0,
detailed_routing,insertedDiodeCount,0,
power,powerDensity,166,nW/um^2
floorplan,num_rows,21,
critical_path,critPathTopFamily,"simple AND/OR/NAND/NOR gates",
cts,postCtsHoldBufs,0,
yosys,ys_seq_share,0,%
detailed_routing,first_pass_iters,4,
critical_path,critical_path_required,2160,ps
power,switching_share,46.9,%
critical_path,cpPeakStageDelay,520,ps
yosys,synth_chip_area,653,um^2
yosys,syn-instance-count,102,
global_route,antenna_found_initial,0,
==> final timing paths <==
kind / slack, ps / from / to / depth (start not counted)
worst max-delay path: 60 / out6[1] / leds[5] / 8
worst min-delay path: 1810 / out6[0] / leds[2] / 5
==> per-stage QoR <==
stage | instance area (um^2) | cells | setup WS (ps)
floorplan | 653 | 102 | 430
global placement | 1090 | 192 | -571
detailed placement | 1090 | 192 | -567
CTS | 1200 | 197 | 22.3
global route | 1240 | 198 | 14.1
finish | 1240 | 198 | 62.3
==> area by class of cell <==
cell class,instances,area share [%]
timing repair buffer,63,39.2
tap,46,4.63
inverter,3,0.906
multi-input combinational,86,55.3
==> cells in the mapped netlist (all sizes together) <==
| library cell | n |
|---|---|
| a211oi | 2 |
| a21oi | 4 |
| a41oi | 3 |
| and3 | 1 |
| buf | 10 |
| clkbuf | 3 |
| conb | 1 |
| inv | 3 |
| nand2 | 7 |
| nand2b | 6 |
| nand3 | 8 |
| nand4 | 2 |
| nand4bb | 1 |
| nor2 | 10 |
| nor3 | 6 |
| nor3b | 1 |
| nor4 | 4 |
| o2111ai | 1 |
| o211ai | 1 |
| o21a | 3 |
| o21ai | 4 |
| o21bai | 1 |
| o22a | 1 |
| o22ai | 8 |
| o31ai | 1 |
| o32a | 2 |
| o32ai | 1 |
| or2b | 1 |
| or3 | 5 |
| or4 | 1 |
==> repair_timing <==
item | 4_1_cts | 5_1_grt
setup buffers | 6 | 1
setup endpoints to repair | 6 | 6
gates resized | 70 | 17
pin swaps | 9 | 2
gates cloned | 0 | 0
==> power by group through the flow <==
| stage | sequential [W] | combinational (W) | clock [W] |
|---|---|---|---|
| 4_1_cts | 0 | 0.000191 | 0 |
| 5_1_grt | 0 | 0.000221 | 0 |
| 6_report | 0 | 0.000207 | 0 |
==> kinds of logic (layout without fill, tap and decap cells) <==
family	after synthesis	in the layout	synth area share, %
simple gates	53	53	44.1
compound gates	32	32	37.7
buf+inv	16	66	17.6
other cells	1	1	0.574
==> metal layers <==
layer,vias to the layer above,GRT usage [%],wire [um]
met2,33,14.0,1280
met3,4,1.93,181
li1,487,-,-
met5,-,0,0
met1,448,11.3,1400
met4,0,0.704,20
==> tightest hold or removal path: stages <==
cell	delay (ps)
clkbuf_4	180
a41oi_1	150
o2111ai_2	110
o21ai_2	60
dlygate4sd2_1	230
Power and IR drop assume default switching activity.
